[./design.v]
module Lab1(
    A, B, C, Opcode, Flags,
);
input [15:0] A, B;          
input [7:0] Opcode;
output reg [15:0] C;        
output reg [4:0] Flags;     
wire Cin;
assign Cin = Flags[0];
parameter ADD    = 8'b00000101;
parameter ADDI   = 8'b0101xxxx;
parameter ADDU   = 8'b00000110;
parameter ADDUI  = 8'b0110xxxx;
parameter ADDC   = 8'b00000111;
parameter ADDCU  = 8'b00001000;  
parameter ADDCUI = 8'b1101xxxx;  
parameter ADDCI  = 8'b0111xxxx;
parameter SUB    = 8'b00001001;
parameter SUBI   = 8'b1001xxxx;
parameter CMP    = 8'b00001011;
parameter CMPI   = 8'b1011xxxx;
parameter CMPU   = 8'b00001111;  
parameter CMPUI  = 8'b1110xxxx;  
parameter AND    = 8'b00000001;
parameter OR     = 8'b00000010;
parameter XOR    = 8'b00000011;
parameter NOT    = 8'b00000100;  
parameter LSH    = 8'b10000100;
parameter LSHI   = 8'b1000000x;
parameter RSH    = 8'b10001100;  
parameter RSHI   = 8'b1000100x;  
parameter ALSH   = 8'b10000010;  
parameter ARSH   = 8'b10000011;  
parameter NOP    = 8'b00000000;
always @(A,B,Opcode) begin
	 C = 16'h0000;
    casex (Opcode)
        ADD: begin
            {Flags[0], C} = A + B;
            if (C == 16'h0000) Flags[3] = 1'h1;
            else Flags[3] = 1'h0;
            if ((~A[15] & ~B[15] & C[15]) | (A[15] & B[15] & ~C[15]))
                Flags[2] = 1'h1;
            else
                Flags[2] = 1'h0;
            Flags[4] = C[15];
            Flags[1] = 1'h0;
        end
        ADDI: begin
            {Flags[0], C} = A + B;
            if (C == 16'h0000) Flags[3] = 1'h1;
            else Flags[3] = 1'h0;
            if ((~A[15] & ~B[15] & C[15]) | (A[15] & B[15] & ~C[15]))
                Flags[2] = 1'h1;
            else
                Flags[2] = 1'h0;
            Flags[4] = C[15];
            Flags[1:0] = 2'h0;
        end
        ADDU: begin
            {Flags[0], C} = A + B;
            if (C == 16'h0000) Flags[3] = 1'h1;
            else Flags[3] = 1'h0;
            Flags[4] = 1'h0;
            Flags[2:1] = 2'h0;
        end
        ADDUI: begin
            {Flags[0], C} = A + B;
            if (C == 16'h0000) Flags[3] = 1'h1;
            else Flags[3] = 1'h0;
            Flags[4] = 1'h0;
            Flags[2:1] = 2'h0;
        end
        ADDC: begin
            {Flags[0], C} = A + B + Cin;
            if (C == 16'h0000) Flags[3] = 1'h1;
            else Flags[3] = 1'h0;
            if ((~A[15] & ~B[15] & C[15]) | (A[15] & B[15] & ~C[15]))
                Flags[2] = 1'h1;
            else
                Flags[2] = 1'h0;
            Flags[4] = C[15];
            Flags[1:0] = 2'h0;
        end
        ADDCU: begin
            {Flags[0], C} = A + B + Cin;
            if (C == 16'h0000) Flags[3] = 1'h1;
            else Flags[3] = 1'h0;
            Flags[4] = 1'h0;
            Flags[2:1] = 2'h0;
        end
        ADDCUI: begin
            {Flags[0], C} = A + B + Cin;
            Flags[3] = (C == 16'b0);
            Flags[4] = C[15];
            Flags[2:1] = 2'b00;
        end
        ADDCI: begin
            {Flags[0], C} = A + B + Cin;
            Flags[3] = (C == 16'b0);
            Flags[4] = C[15];
            if ((A[15] == B[15]) && (A[15] != C[15]))
                Flags[2] = 1'b1;
            else
                Flags[2] = 1'b0;
            Flags[1] = 1'b0;
        end
        SUB: begin
            C = A - B;
            Flags[3] = (C == 16'b0);
            Flags[4] = C[15];
            if ((A[15] != B[15]) && (C[15] != A[15]))
                Flags[2] = 1'b1;
            else
                Flags[2] = 1'b0;
            Flags[1] = (A < B);
            Flags[0] = (A >= B);
        end
        SUBI: begin
            C = A - B;
            Flags[3] = (C == 16'b0);
            Flags[4] = C[15];
            if ((A[15] != B[15]) && (C[15] != A[15]))
                Flags[2] = 1'b1;
            else
                Flags[2] = 1'b0;
            Flags[1] = (A < B);
            Flags[0] = (A >= B);
        end
        CMP: begin
            if ($signed(A) < $signed(B)) begin
                Flags[1] = 1'b1;
                Flags[0] = 1'b0;
            end else begin
                Flags[1] = 1'b0;
                Flags[0] = 1'b1;
            end
            Flags[3] = (A == B);
            Flags[4] = ($signed(A) < $signed(B));
            Flags[2] = 1'b0;
            C = 16'b0;
        end
        CMPI: begin
            if ($signed(A) < $signed(B)) begin
                Flags[1] = 1'b1;
                Flags[0] = 1'b0;
            end else begin
                Flags[1] = 1'b0;
                Flags[0] = 1'b1;
            end
            Flags[3] = (A == B);
            Flags[4] = ($signed(A) < $signed(B));
            Flags[2] = 1'b0;
            C = 16'b0;
        end
        CMPU: begin
            if (A < B) begin
                Flags[1] = 1'b1;
                Flags[0] = 1'b0;
            end else begin
                Flags[1] = 1'b0;
                Flags[0] = 1'b1;
            end
            Flags[3] = (A == B);
            Flags[2] = 1'b0;
            Flags[4] = 1'b0;
            C = 16'b0;
        end
		  CMPUI: begin
            if (A < B) begin
                Flags[1] = 1'b1;
                Flags[0] = 1'b0;
            end else begin
                Flags[1] = 1'b0;
                Flags[0] = 1'b1;
            end
            Flags[3] = (A == B);
            Flags[2] = 1'b0;
            Flags[4] = 1'b0;
            C = 16'b0;
        end
        AND: begin
            C = A & B;
            Flags[4] = C[15];
            Flags[3] = (C == 16'h0000);
            Flags[2] = 1'b0;
            Flags[1] = 1'b0;
            Flags[0] = 1'b0;
        end
        OR: begin
            C = A | B;
            Flags[4] = C[15];
            Flags[3] = (C == 16'h0000);
            Flags[2] = 1'b0;
            Flags[1] = 1'b0;
            Flags[0] = 1'b0;
        end
        XOR: begin
            C = A ^ B;
            Flags[4] = C[15];
            Flags[3] = (C == 16'h0000);
            Flags[2] = 1'b0;
            Flags[1] = 1'b0;
            Flags[0] = 1'b0;
        end
        NOT: begin
            C = ~A;
            Flags[4] = C[15];
            Flags[3] = (C == 16'h0000);
            Flags[2] = 1'b0;
            Flags[1] = 1'b0;
            Flags[0] = 1'b0;
        end
        LSH: begin
            C = A << B[4:0];
            Flags[4] = 1'b0;
            Flags[3] = (C == 16'h0000);
            Flags[2] = 1'b0;
            Flags[1] = 1'b0;
            Flags[0] = 1'b0;
        end
        LSHI: begin
            C = A << B[4:0];
            Flags[4] = 1'b0;
            Flags[3] = (C == 16'h0000);
            Flags[2] = 1'b0;
            Flags[1] = 1'b0;
            Flags[0] = 1'b0;
        end
        RSH: begin
            C = A >> B[4:0];
            Flags[4] = 1'b0;
            Flags[3] = (C == 16'h0000);
            Flags[2] = 1'b0;
            Flags[1] = 1'b0;
            Flags[0] = 1'b0;
        end
        RSHI: begin
            C = A >> B[4:0];
            Flags[4] = 1'b0;
            Flags[3] = (C == 16'h0000);
            Flags[2] = 1'b0;
            Flags[1] = 1'b0;
            Flags[0] = 1'b0;
        end
        ALSH: begin
            C = A << B[4:0];
            Flags[4] = C[15];
            Flags[3] = (C == 16'h0000);
            Flags[2] = 1'b0;
            Flags[1] = 1'b0;
            Flags[0] = 1'b0;
        end
        ARSH: begin
            C = $signed(A) >>> B[4:0];
            Flags[4] = C[15];
            Flags[3] = (C == 16'h0000);
            Flags[2] = 1'b0;
            Flags[1] = 1'b0;
            Flags[0] = 1'b0;
        end
        NOP: begin
            C = A;
            Flags = 5'b00000;
        end
    endcase
end
endmodule
[./config.mk]
export PLATFORM = sky130hd
export DESIGN_NAME = Lab1
export DESIGN_NICKNAME = Lab1
export VERILOG_FILES = /design/flow/design.v
export SDC_FILE = /design/flow/constraint.sdc
export NUM_CORES = 4
export LEC_CHECK = 1
export CORE_UTILIZATION = 30
[./constraint.sdc]
current_design Lab1

set clk_period 8.1
set clk_io_pct 0.2

create_clock -name clk0 -period $clk_period

set non_clock_inputs [all_inputs -no_clocks]
set_input_delay [expr $clk_period * $clk_io_pct] -clock clk0 $non_clock_inputs
set_output_delay [expr $clk_period * $clk_io_pct] -clock clk0 [all_outputs]
[./run.sh]
#!/bin/bash
# OpenROAD 26Q1-2900-gdf79404cd8, Yosys 0.63+post, stock flow scripts
make -C /OpenROAD-flow-scripts/flow DESIGN_CONFIG=/design/flow/config.mk WORK_HOME=/design/flow/orfs finish
==> results.sh <==
# source this file to load flow results
export IMPL_status="finished, final reports clean"
export IMPL_io_buffers=61
export IMPL_grt_setup_unrepaired="no"
export IMPL_core_area_sq_um=19800
export IMPL_detail_route_antenna_nets=0
export IMPL_ff_type="dlxtn_1"
export IMPL_detailedPlacementHpwl_microns=22700
export IMPL_insertedDiodeCount=0
export IMPL_p_seq_share_pct=1.2
export IMPL_cts_resized=0
export IMPL_num_rows=51
export IMPL_hp_class="input pin to output pin"
export IMPL_syn_to_final_growth_pct=14.3
export IMPL_yosysCellCount=904
export IMPL_setup_viol=0
export IMPL_fin_setup_tns_ns=0
export IMPL_drt_pass1_iter_count=8
export IMPL_drv_cap=0
export IMPL_required_ns=6.48
export IMPL_grt_max_degree=40
export IMPL_largest_reg_flops=5
export IMPL_drt_iter0_markers=845
export IMPL_arrival_ns=5.93
export IMPL_post_drt_via_cell_ratio=6.21
export IMPL_max_freq_mhz=132
export IMPL_synth_async_reset_ratio_pct=0
export IMPL_antenna_found_initial=0
export IMPL_critical_path_max_fanout=13
export IMPL_synthCells=904
export IMPL_critPathLaunchType="input pin"
export IMPL_comb_power_share_pct=98.8
export IMPL_power_leakage_uw=0.00266
export IMPL_synth_area_sq_um=6140
export IMPL_power_frac_clock_pct=0
export IMPL_openroad_warnings=65
export IMPL_gr_usage_all_layers_pct=26.6
export IMPL_finalHoldViolations=0
export IMPL_holdWs_ns=4.46
export IMPL_unclocked_pins=5
export IMPL_yosysWarnings=4
export IMPL_synth_cell_types=81
export IMPL_place_congestion=1.02
export IMPL_finalCritPeriodShare_pct=93.2
export IMPL_p_sw_share_pct=60.1
export IMPL_fp_util_pct=31.0
export IMPL_min_path_cells=5
export IMPL_slew_viol_final=0
export IMPL_worstPathCellList="clkdlybuf4s50_1, inv_1, ha_1, a211oi_2, o211a_1, o211ai_1, nor4b_1, nand3_1, nor4b_2, xnor2_1, a221o_1, clkdlybuf4s50_1"
export IMPL_crit_top_cell="clkdlybuf4s50_1"
export IMPL_ios=61
export IMPL_min_from="B[0]"
export IMPL_cts_hold_buffers=0
export IMPL_untimed_endpoints=10
export IMPL_vias=7382
export IMPL_grt_pass1_vias=6746
export IMPL_synth_area_per_cell_sq_um=6.79
export IMPL_powerDensity_nw_per_um2=74.1
export IMPL_worst_pin_slew_ns=0.847
export IMPL_yosysChipArea_sq_um=6140
export IMPL_die_w_microns=145
export IMPL_drt_wl_total_microns=28100
export IMPL_max_slew_margin_pct=43.1
export IMPL_post_cts_buffers=0
export IMPL_drc=0
export IMPL_die_area_sq_um=21000
export IMPL_slowest_delay_ns=0.85
export IMPL_p_sw_uw=313
export IMPL_detail_route_wl_per_cell_microns=23.6
export IMPL_drive_gt1_share_pct=10.1
export IMPL_gr_total_overflow=0
export IMPL_p_int_uw=208
export IMPL_end_kind="output pin"
export IMPL_chipHeight_microns=145
export IMPL_min_period_ns=7.55
export IMPL_holdPathEnd="C[1]"
export IMPL_ys_ff=5
export IMPL_worstSetupPathType="input pin to output pin"
export IMPL_cpMaxStageDelayCell="clkdlybuf4s50_1"
export IMPL_vdd_drop_max_uv=28.2
export IMPL_synth_edff_count=0
export IMPL_grt_pass1_wl_microns=42100
==> synthesized netlist by cell type (12+ instances only) <==
library cell	count	share of area (%)
a21oi_1	65	5.3
clkbuf_1	58	3.5
mux2i_1	22	3.6
ha_1	51	10
nand3_1	22	1.8
nand4_1	24	2.4
o221ai_1	12	1.7
a211oi_1	15	1.8
inv_1	51	3.1
nor3_1	29	2.4
mux4_2	22	8.1
a221oi_1	14	2.0
o21ai_0	59	4.8
nor2_1	91	5.6
mux2_2	18	3.3
xnor2_1	27	3.9
nor4_1	12	1.2
nand2_1	72	4.4
o211ai_1	16	2.0
or3_1	13	1.3
==> cell families (layout without fill, tap and decap cells) <==
logic type                 after synthesis  in the layout  synth area share (%)
AOI/OAI and AO/OA                      284            284                  31.3
xor gates and xnor gates                39             39                  5.69
adders and majority gates               53             53                  11.0
buffers and inverters                  129            148                  8.26
latches                                  5              5                  1.22
muxes                                   62             62                  15.0
and+or+nand+nor                        332            332                  27.5
==> placed cells by master, fill, tap and decap left out, types with 6 or more instances in the layout <==
| cell type | netlist | layout |
|---|---|---|
| a211oi_1 | 15 | 15 |
| a21o_1 | 10 | 10 |
| a21oi_1 | 65 | 65 |
| a221o_1 | 6 | 6 |
| a221oi_1 | 14 | 14 |
| a31oi_1 | 11 | 11 |
| and2_1 | 11 | 11 |
| and3_1 | 10 | 10 |
| buf_4 | 1 | 34 |
| clkdlybuf4s50_1 | 0 | 59 |
| ha_1 | 51 | 51 |
| inv_1 | 51 | 51 |
| mux2_2 | 18 | 18 |
| mux2i_1 | 22 | 22 |
| mux4_2 | 22 | 22 |
| nand2_1 | 72 | 72 |
| nand2b_1 | 8 | 8 |
| nand3_1 | 22 | 22 |
| nand4_1 | 24 | 24 |
| nor2_1 | 91 | 91 |
| nor2b_1 | 8 | 8 |
| nor3_1 | 29 | 29 |
| nor4_1 | 12 | 12 |
| o211ai_1 | 16 | 16 |
| o21a_1 | 6 | 6 |
| o21ai_0 | 59 | 59 |
| o221ai_1 | 12 | 12 |
| o22ai_1 | 11 | 11 |
| o31ai_1 | 6 | 6 |
| or3_1 | 13 | 13 |
| or4_1 | 7 | 7 |
| xnor2_1 | 27 | 27 |
| xor2_1 | 11 | 11 |
==> how the worst max path moves through the flow <==
stage / end / slack [ns] / startpoint / depth (start not counted)
6_report: C[13] / 0.55 / A[1] / 12
5_1_grt: C[13] / 0.15 / A[1] / 12
4_1_cts: C[13] / 0.60 / A[1] / 12
==> power by group through the flow <==
| stage | registers, uW | clock network [uW] | logic (uW) |
|---|---|---|---|
| CTS | 6.09 | 0 | 501 |
| global route | 6.28 | 0 | 552 |
| finish | 6.11 | 0 | 514 |
==> per-stage QoR <==
step / area (sq um) / setup WS, ns / power, uW / util (%) / cells
after CTS: 7020 / 0.597 / 508 / 35.5 / 1188
after detailed placement: 7020 / 0.614 / 505 / 35.5 / 1188
after floorplan: 6140 / 1.58 / 328 / - / 904
after global placement: 7020 / 0.682 / 511 / 35.5 / 1188
final: 7020 / 0.550 / 520 / 35.5 / 1188
after global routing: 7020 / 0.152 / 558 / 35.5 / 1188
==> final cells by class <==
cell class                 count  area, sq um
timing repair buffer          95          856
multi-input combinational    770         5560
tap                          265          332
sequential                     5         75.1
inverter                      53          199
fill                        2127        12800
==> routing by layer <==
metal  wire [microns]  GRT usage (%)
met5                0              0
met4              858           7.18
met3             3050           8.01
met2            11900           38.5
met1            12200           38.3
==> critical path: cells and delay by family <==
kind            cells  cell delay [ns]
compound gates      4             1.24
xor+xnor            1             0.11
fa+ha+maj           1             0.38
buf+inv             3             1.43
simple gates        3             1.14
Power is estimated from default activity; no workload was simulated.
